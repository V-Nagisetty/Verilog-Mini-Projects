==> ./design.v <==
module alu(
           a         ,   
           b         ,   
           select    ,   
           zero      ,   
           carry     ,   
           sign      ,   
           parity    ,   
           overflow  ,   
           out           
           )         ;
input [3:0]a, b                                 ;
input [1:0] select                              ;
output reg [3:0]out                             ;
output reg zero, carry, sign, parity, overflow  ;
always @ (a or b)
   begin
      case (select)
         0 : {carry, out} = a + b   ;
         1 : {carry, out} = a - b   ;
         2 : {carry, out} = a * b   ;
         3 : {carry, out} = a / b   ;
      endcase
      zero     =  ~|out                                              ;
      sign     =  out[3]                                             ;
      parity   =  ~^out                                              ;
      overflow =  (a[3] & b[3] & ~out[3]) | (~a[3] & ~b[3] & out[3]) ;
   end
endmodule
==> ./run.sh <==
#!/bin/bash
# OpenROAD 26Q1-2900-gdf79404cd8, Yosys 0.63+post, stock flow scripts
make -C /OpenROAD-flow-scripts/flow DESIGN_CONFIG=/design/flow/config.mk WORK_HOME=/design/flow/orfs finish
==> ./config.mk <==
export PLATFORM = sky130hd
export DESIGN_NAME = alu
export DESIGN_NICKNAME = alu
export VERILOG_FILES = /design/flow/design.v
export SDC_FILE = /design/flow/constraint.sdc
export NUM_CORES = 4
export LEC_CHECK = 1
export CORE_AREA = 10 10 77 77
export DIE_AREA = 0 0 87 87
==> ./constraint.sdc <==
current_design alu

set clk_period 4.5
set clk_io_pct 0.2

create_clock -name clk0 -period $clk_period

set non_clock_inputs [all_inputs -no_clocks]
set_input_delay [expr $clk_period * $clk_io_pct] -clock clk0 $non_clock_inputs
set_output_delay [expr $clk_period * $clk_io_pct] -clock clk0 [all_outputs]
==> impl_table.tex <==
% Auto-generated results table
\begin{tabular}{lr}
\hline
Metric & Value \\
\hline
\multicolumn{2}{l}{\textbf{Outcome}} \\
\quad Run status & finished, violations left \\
\quad Violated checks & setup timing \\
\multicolumn{2}{l}{\textbf{Routing}} \\
\quad Number of remaining DRC errors & 0 \\
\quad Number of detailed-route iterations in the first pass & 4 \\
\quad Routed wire length per instance & 13.7 µm \\
\quad Starting DRT DRC Count & 65 \\
\quad Post-detailed-route via-to-cell ratio & 4.71 \\
\quad Antenna diode instance count & 0 \\
\quad Routed Antenna Nets & 0 \\
\quad Routed wire length & 4.31 mm \\
\quad Number of vias after detailed routing & 1484 \\
\multicolumn{2}{l}{\textbf{Synth}} \\
\quad Dominant cell type by area after synthesis & ha\_1 \\
\quad Post-synth cell types & 44 \\
\quad Sequential cell area fraction in the yosys report & 0\% \\
\quad Top-count cell post-synth & ha\_1 \\
\quad Count of mapped cells out of synthesis & 164 \\
\quad Cell area leaders & ha\_1 28\%, fa\_1 6.6\%, inv\_1 6.5\% \\
\quad Total cells reported by yosys after synthesis & 164 \\
\quad Share of the synthesized area in the top cell type & 27.9\% \\
\quad Most numerous cell types in the synthesized netlist & 27 x ha\_1, 21 x inv\_1, 14 x nor2\_1 \\
\quad Post-synthesis average cell area & 7.39 µm² \\
\quad Yosys Chip Area & 1210 µm² \\
\quad YS warnings & 1 \\
\quad Post-Syn Area & 1210 µm² \\
\multicolumn{2}{l}{\textbf{Critical path}} \\
\quad Cell with the biggest individual delay on the critical path & or3b\_4 \\
\quad Peak per-stage delay on the critical path & 0.41 ns \\
\quad Worst setup path category & primary input to primary output \\
\quad Crit path launch & b[1] \\
\quad Biggest fanout along the worst timing path & 6 \\
\quad Dominant delay contributor by cell family on the critical path & AND-OR/OR-AND gates \\
\quad Buffer-and-inverter tally for the worst setup path & 5 \\
\quad Arrival time at the worst endpoint & 5.98 ns \\
\quad Critical path data required time & 3.60 ns \\
\quad Worst Setup Start Kind & primary input \\
\quad Critical Path Sink Type & primary output \\
\quad CP endpoint & parity \\
\quad Cell with the most instances on the worst path & ha\_4 \\
\quad Stages on worst setup path & 31 \\
\multicolumn{2}{l}{\textbf{Flow run}} \\
\quad Tool warnings & 39 \\
\quad Total of max-cap violations & 0 \\
\multicolumn{2}{l}{\textbf{Final timing}} \\
\quad Slack of the critical path & -2.38 ns \\
\quad Final-report max-slew violation count & 0 \\
\quad Fin Hold WS & 2.31 ns \\
\quad Maximum clock frequency & 145 MHz \\
\quad Final clock period utilization by the worst path & 153\% \\
\quad Worst Tran Pin Value & 0.367 ns \\
\quad Clock period minus final worst setup slack & 6.88 ns \\
\quad Normalized max-slew margin & 75.5\% \\
\quad Number of hold violations in the final report & 0 \\
\quad RSZ-0062 raised after global routing & yes \\
\quad Final Setup Violations & 9 \\
\multicolumn{2}{l}{\textbf{Global route}} \\
\quad GRT overflow & 0 \\
\quad Global-route total usage across every layer & 10.8\% \\
\quad Via count of the first global-routing pass & 1484 \\
\quad Pin count of the biggest net entering global routing & 17 \\
\quad Antenna violations before repair & 0 \\
\quad Wire length of the first global-routing pass & 6.98 mm \\
\multicolumn{2}{l}{\textbf{Cells and area}} \\
\quad Relative area change from synthesis to final layout & 98.6\% \\
\quad Number of clock-tree buffers in the layout & 0 \\
\quad FF/Latch Area & 0 µm² \\
\quad Num sequential & 0 \\
\quad Number of filler instances in the final layout & 359 \\
\quad Fraction of final layout cells with drive strength greater than 1 & 55.1\% \\
\multicolumn{2}{l}{\textbf{Floorplanning}} \\
\quad Die W & 87 µm \\
\quad Starting Density & 27.8\% \\
\quad Standard-cell row count & 24 \\
\quad Number of placed I/O pins & 19 \\
\quad Core Region & 4350 µm² \\
\quad Overall chip area & 7570 µm² \\
\quad Die height & 87 µm \\
\multicolumn{2}{l}{\textbf{Placed design}} \\
\quad DP HPWL & 2.86 mm \\
\quad IO Port Bufs & 19 \\
\quad Worst slack, placed & -3.20 ns \\
\quad Final weighted congestion of routability-driven global placement & 0.833 \\
\multicolumn{2}{l}{\textbf{Clock tree}} \\
\quad Hold bufs inserted after CTS & 0 \\
\multicolumn{2}{l}{\textbf{Power and ir drop}} \\
\quad Static Leakage & 1.17 nW \\
\quad Total power per unit cell area & 146 nW/µm² \\
\quad VDD IR max & 0.0000711 V \\
\multicolumn{2}{l}{\textbf{Hold path}} \\
\quad Min-Delay Path Class & primary input to primary output \\
\hline
\end{tabular}
[through the flow]
stage | utilization (%) | area, µm² | std cells | setup TNS, ns | power [W]
global placement | 43.7 | 1900 | 277 | -15.51 | 0.000267
detailed placement | 43.7 | 1900 | 277 | -15.91 | 0.000268
global route | 55.2 | 2400 | 315 | -13.40 | 0.000388
finish | 55.2 | 2400 | 315 | -11.37 | 0.000350
floorplan | - | 1320 | 164 | -6.23 | 0.000145
CTS | 50.5 | 2200 | 305 | -11.10 | 0.000305
[repair_timing]
action / in CTS / in global routing
endpoints found under the setup margin: 9 / 9
pin swaps: 30 / 25
resized: 72 / 44
buffers inserted: 31 / 16
hold endpoints to repair: 0 / 0
[kinds of logic after synthesis]
group / count (synthesis) / synth area share, %
simple gates: 53 / 23.9
xor+xnor: 10 / 7.23
mux: 6 / 5.17
fa+ha+maj: 31 / 34.5
compound gates: 38 / 20.9
buf+inv: 26 / 8.37
[layout make-up]
type                            instances  area (µm²)  area share (%)
Inverter                               21        88.8            3.69
Multi-Input combinational cell        138        1410            58.5
Tap cell                               52        65.1            2.71
Timing Repair Buffer                  104         845            35.1
[layer usage]
| metal | wire (µm) | track usage (%) | share of wire (%) | up-vias |
|---|---|---|---|---|
| met5 | 0 | 0 | 0 | - |
| met4 | 7 | 0.147 | 0.16 | 0 |
| met2 | 1940 | 17.2 | 45 | 24 |
| met1 | 2140 | 16.3 | 50 | 684 |
| met3 | 221 | 0.849 | 5.1 | 2 |
| li1 | - | - | - | 774 |
[how the worst min path moves through the flow]
stage	start	endpoint	slack (ns)	cells past startpoint
after CTS	b[3]	carry	2.39	6
after global routing	a[3]	overflow	2.34	5
final	a[3]	overflow	2.31	5
[power by group]
part / internal [W] / switching, W
sequential: 0 / 0
clock: 0 / 0
combinational: 0.000205 / 0.000145
[layout by cell type, fill, tap and decap left out, types with 3 or more instances in the layout]
cell type and instances:
buf_2 7, nand2_1 13, xnor2_1 7, nand2b_1 4, inv_2 3, o21ai_0 5
a21oi_4 4, ha_1 19, inv_1 15, clkbuf_2 3, nor2_1 10, buf_6 21
buf_4 68, ha_4 8, a21oi_1 5, fa_1 3, nor2b_1 4
Power is estimated from default activity; no workload was simulated.
